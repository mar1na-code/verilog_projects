==> flow/run.sh <==
#!/bin/bash
# OpenROAD 26Q1-2900-gdf79404cd8, Yosys 0.63+post, stock flow scripts
make -C /OpenROAD-flow-scripts/flow DESIGN_CONFIG=/design/flow/config.mk WORK_HOME=/design/flow/orfs finish
==> flow/config.mk <==
export PLATFORM = sky130hd
export DESIGN_NAME = conectBox
export DESIGN_NICKNAME = conectBox
export VERILOG_FILES = /design/flow/design.v
export SDC_FILE = /design/flow/constraint.sdc
export NUM_CORES = 4
export LEC_CHECK = 1
export CORE_UTILIZATION = 30
==> flow/design.v <==
module conectBox(iResetn, iClock, nextStep, up, down, left, right, oX, oY, oColour, oPlot);
parameter CHARACTER_WIDTH=7'd12;
input iResetn, iClock, nextStep, up, down, left, right;
output oPlot;
output wire [7:0] oX;
output wire [6:0] oY;
output wire [5:0] oColour;  
wire oDone, body, face, Leye, Reye, moveNow, FINALDONE;
wire [7:0]  iX;
wire [6:0]  iY;
wire [6:0] FrameCounter;
wire [7:0] stepsLeft;
wire [5:0] iColour;
wire [1:0] counter;
wire [7:0] X_DIM, Y_DIM;
cData cdata(iResetn, iClock, start, body, face, Leye, Reye, FINALDONE ,increm, up, down, left, right, iX, iY, X_DIM, Y_DIM, iColour, counter, stepsLeft, moveNow);
cControl ccontrol(iResetn, iClock, nextStep, oDone, counter, FrameCounter, stepsLeft, start, body, face, Leye, Reye, FINALDONE, increm);
moveBox move(iColour, iResetn, iClock, moveNow, FINALDONE, counter, nextStep, stepsLeft, iX, iY, X_DIM, Y_DIM, oX, oY, oColour, oPlot, FrameCounter, oDone); 
endmodule
module cControl(iResetn, iClock, nextStep, oDone, counter, FrameCounter, stepsLeft, start, body, face, Leye, Reye, FINALDONE, increm);
input iResetn, iClock, nextStep, oDone;
input [1:0] counter;
input [6:0] FrameCounter;
input [7:0] stepsLeft;
output reg start, body, face, Leye, Reye, FINALDONE, increm;
reg [4:0] current_state, next_state;
localparam 
		START=5'd0,
		loadBODY=5'd1,
		BODY=5'd2,
		loadFACE=5'd3,
                FACE = 5'd4,
		loadL_EYE=5'd5,
                L_EYE = 5'd6,
		loadR_EYE=5'd7,
                R_EYE = 5'd8, 
                WAIT =5'd9,
		INCREM=5'd10;
	always@(*)
    begin: state_table
            case (current_state)
		START: next_state=loadBODY;
		loadBODY: next_state=BODY;
		BODY: next_state=oDone ? loadFACE : BODY;
		loadFACE: next_state=FACE;
		FACE: next_state=oDone ? loadL_EYE : FACE;
		loadL_EYE: next_state=L_EYE;
		L_EYE: next_state=oDone ? loadR_EYE : L_EYE;
		loadR_EYE: next_state=R_EYE;
	 	R_EYE: next_state=oDone ? WAIT : R_EYE;
		WAIT: begin 
		if((nextStep==1'b1 || stepsLeft!=1'b0) && counter==2'b1)
		next_state= FrameCounter==0 ? loadBODY : WAIT ;
		else
		next_state=counter? WAIT: INCREM;
		end
		INCREM: next_state=loadBODY;
	endcase
	end
	always @(*)
    begin: enable_signals
	start=1'b0;
	body=1'b0;
	face=1'b0; 
	Leye=1'b0;
	Reye=1'b0; 
	FINALDONE=1'b0;
	increm=1'b0;
  case (current_state)
	   START: start=1'b1;
	   loadBODY: begin
                body=1'b1;
                end
           loadFACE: begin
		face=1'b1;
		end
	   loadL_EYE: begin
		Leye=1'b1;
		end
	   loadR_EYE: begin
		Reye=1'b1; 
		end	
	WAIT: begin
		FINALDONE=1'b1;  
		end
	INCREM: begin
		increm=1'b1;
		end	
       endcase
end  
    always@(posedge iClock)
    begin: state_FFs
        if(!iResetn)  
            current_state <= START;
        else
            current_state <= next_state;
    end  
endmodule
module cData(iResetn, iClock, start, body, face, Leye, Reye, FINALDONE ,increm, up, down, left, right, iX, iY, X_DIM, Y_DIM, iColour, counter, stepsLeft, moveNow);  
parameter CHARACTER_WIDTH=7'd12,
	  START_X=8'd20,
	  START_Y=7'd20,
	  STEP_SIZE=8'd2;
input iResetn, iClock, start, body, face, Leye, Reye, FINALDONE ,increm, up, down, left, right;
output reg [7:0] iX;
output reg [6:0] iY;
output reg [5:0] iColour;
output reg [1:0] counter;
output reg [7:0] stepsLeft;
output reg moveNow;
output reg [7:0] X_DIM, Y_DIM;
reg [7:0] ix;
reg [6:0] iy;
always @ (posedge iClock)
begin
if(start==1)
begin
ix<=START_X;
iy<=START_Y;
counter<=2'b0;
stepsLeft<=0;
moveNow=0;
end
else if(body==1)
begin
begin
iX=ix+CHARACTER_WIDTH/2'd3;  
iY=iy+CHARACTER_WIDTH-1;
iColour=6'b101011;
X_DIM=CHARACTER_WIDTH/2'd3;
Y_DIM=CHARACTER_WIDTH;
end
begin
if(stepsLeft==0 && counter==1)
stepsLeft<=STEP_SIZE;
end
moveNow<=0;
end
else if(face==1)
begin
iX<=ix;
iY<=iy;
iColour=6'b111100;
X_DIM=CHARACTER_WIDTH;
Y_DIM=CHARACTER_WIDTH-2;
end
else if (Leye==1)
begin
iX<=ix+CHARACTER_WIDTH/5;
iY<=iy+CHARACTER_WIDTH/4;
iColour<=6'b111111;
X_DIM=CHARACTER_WIDTH/3'd5;
Y_DIM=CHARACTER_WIDTH/3'd5;
end
else if (Reye==1)
begin
iX<=ix+CHARACTER_WIDTH*3/5;
iY<=iy+CHARACTER_WIDTH/4;
iColour=6'b111111;
X_DIM=CHARACTER_WIDTH/3'd5;
Y_DIM=CHARACTER_WIDTH/3'd5;
begin 
if(counter==1)
stepsLeft=stepsLeft-1;
else  
counter=2'd2;
end
counter=counter-1;  
end
else if (increm==1)
begin
moveNow<=1;
begin
if(up==1)
iy<=iy-3;
else if(down==1)
iy<=iy+3;
else if(right==1)
ix<=ix+3;
else if(left==1)
ix<=ix-3;
end
end
end
endmodule 
module drawBox(go, erase, iClock, iResetn, iColour, iX, iY, X_DIM, Y_DIM, oX, oY, oColour, oPlot, oDone);
   parameter X_SCREEN_PIXELS = 10'd640;
   parameter Y_SCREEN_PIXELS = 9'd480;
   input wire go, iResetn, erase, iClock;
   input wire [5:0] iColour;
   input wire [7:0] X_DIM, Y_DIM;
   input wire [7:0] iX;
   input wire [6:0] iY;
   output wire [7:0] oX;          
   output wire [6:0] oY;
   output wire [5:0] oColour;      
   output wire 	     oPlot;        
   output wire       oDone;        
   wire ld_count, ld_xyc, ld_draw;
  control c(go, iClock, iResetn, oDone,ld_count,ld_xyc,ld_draw);
  datapath d(iClock, iResetn, erase, iColour, iX, iY, X_DIM, Y_DIM ,ld_count, ld_xyc, ld_draw, oX, oY, oColour, oPlot, oDone);
endmodule
module control(go, iClock, iResetn, oDone,ld_count,ld_xyc,ld_draw);
input go, iClock, iResetn, oDone;
output reg ld_count, ld_xyc, ld_draw;
reg [5:0] current_state, next_state;
   localparam   
		START           =4'd1, 
		ACCEPT        = 4'd2,
                DRAW   = 4'd3;
  always@(*)
    begin: state_table
            case (current_state)
		START: next_state = go ? ACCEPT : START;
		ACCEPT: next_state = DRAW;
		DRAW: next_state = oDone ? START : DRAW;  
        endcase
    	end  
	always @(*)
    	begin: enable_signals
       ld_count=1'b0;
       ld_xyc = 1'b0;
       ld_draw = 1'b0;
  case (current_state)
	    START: ld_count=1'b1;
            ACCEPT: ld_xyc = 1'b1;
            DRAW: ld_draw = 1'b1;
       endcase
end  
    always@(posedge iClock)
    begin: state_FFs
        if(!iResetn)
            current_state <= START;
        else
            current_state <= next_state;
    end  
endmodule  
module datapath(iClock, iResetn, erase, iColour, iX, iY, X_DIM, Y_DIM ,ld_count, ld_xyc, ld_draw, oX, oY, oColour, oPlot, oDone);
   input iClock, iResetn, erase, ld_count, ld_xyc, ld_draw;
input[7:0] X_DIM, Y_DIM ;
   parameter X_SCREEN_PIXELS = 8'd160, 
             Y_SCREEN_PIXELS = 7'd120;
   input [5:0] iColour;
   input [7:0] iX;
   input [6:0] iY;
    output reg [7:0] oX;        
    output reg [6:0] oY;
    reg [7:0] oX1;          
    reg [6:0] oY1;
    output reg oDone; 
    reg [7:0] xDim, yDim;  
    output reg [5:0] oColour;  
    output oPlot; 
    reg [5:0] xcounter, ycounter;
assign oPlot= ld_draw;
	always @ (posedge iClock) 
	begin
	oDone<=(xcounter==(xDim) && ycounter==(yDim) &&(ld_draw) );
		if(ld_count)
		begin
		xcounter<=0;
		ycounter<=1;
		end
  		else if(ld_xyc)
		begin
		oX1<= iX;
		oX<= iX;
		oY<= iY;
		oY1<= iY;
	        oColour <= (erase ? 6'b111111 : iColour);  
		xDim <=X_DIM;  
		yDim <=Y_DIM;
		end
	else if(xcounter<=(xDim-1) && ycounter<=(yDim)&&(ld_draw) )
	begin
	oX=oX1+xcounter;
	xcounter=xcounter+1;
	end
	else if (xcounter>(xDim-1) && ycounter<=(yDim-1) && (ld_draw))
	begin
	oX=oX1;
	oY=oY1+ycounter;
	ycounter=ycounter+1;
	xcounter<=1;
	end
	end
	endmodule
module moveBox(iColour, iResetn, iClock, moveNow, FINALDONE, counter, nextStep, stepsLeft, iX, iY, X_DIM, Y_DIM, oX, oY, oColour, oPlot, FrameCounter, oDone); 
   input wire [5:0] iColour;
   output wire [5:0] oColour;      
   input wire iResetn;
   input wire iClock;
   input [1:0] counter;
   input[7:0] stepsLeft;
   input nextStep;
   input wire [7:0] iX;
   input wire [6:0] iY;
   input wire [7:0] X_DIM, Y_DIM;
   input wire moveNow, FINALDONE;
   output wire [7:0] oX;          
   output wire [6:0] oY;
   output wire 	     oPlot;        
   output wire oDone;
   wire set, erase, go, _wait;
   output wire[6:0] FrameCounter;  
   parameter
     X_BOXSIZE = 8'd4,    
     Y_BOXSIZE = 7'd4,    
     X_SCREEN_PIXELS = 9,   
     Y_SCREEN_PIXELS = 7,   
     CLOCKS_PER_SECOND = 5000,  
     X_MAX = X_SCREEN_PIXELS - 1 - X_BOXSIZE,  
     Y_MAX = Y_SCREEN_PIXELS - 1 - Y_BOXSIZE,
     FRAMES_PER_UPDATE = 60,
     PULSES_PER_SIXTIETH_SECOND = CLOCKS_PER_SECOND / 60
	       ;
Control C_move(iResetn, iClock, oDone, counter, moveNow, nextStep, stepsLeft, FrameCounter, FINALDONE, set, erase, go, _wait);
Datapath D_move(iResetn, iClock, set, _wait, FrameCounter);
drawBox draw(go, erase, iClock, iResetn, iColour, iX, iY, X_DIM, Y_DIM, oX, oY, oColour, oPlot, oDone);  
endmodule
 module Control(iResetn, iClock, oDone, counter, moveNow, nextStep, stepsLeft, FrameCounter, FINALDONE, set, erase, go, _wait);
   input iResetn, iClock, oDone, moveNow, FINALDONE, nextStep;
   input [1:0] counter;
   input wire [6:0] FrameCounter;
   input wire [7:0] stepsLeft;
output reg set, erase, go, _wait;
reg [4:0] current_state, next_state;
   localparam 
		START=4'd0,	
		SET_UP=4'd1,
                DRAW = 4'd2,
                WAIT = 4'd3,
                CLEAR = 4'd4;
	always@(*)
    begin: state_table
            case (current_state)
		START: next_state=SET_UP;
		SET_UP: begin
		if(FINALDONE==1)
		next_state=WAIT;
		else
		next_state = counter ? CLEAR : DRAW;
		end
		DRAW: begin
		next_state= oDone ? SET_UP : DRAW;
		end
		WAIT: next_state= (((nextStep==1'b1 || stepsLeft!=0) && counter==2'b1 && FrameCounter==0 )|| moveNow==1) ? SET_UP : WAIT; 
	 	CLEAR: next_state= oDone ? SET_UP : CLEAR;
	endcase
	end
	always @(*)
    begin: enable_signals
	set=0;
	_wait=0;
	erase=0;
	go=0;
  case (current_state)
	   SET_UP: set=1;
           DRAW: begin
		erase=0;
		go=1;
		end
	   WAIT: _wait=1;
	   CLEAR: begin
		erase=1;
		go=1;
		end	
       endcase
end  
    always@(posedge iClock)
    begin: state_FFs
        if(!iResetn)  
            current_state <= START;
        else
            current_state <= next_state;
    end  
endmodule  
module Datapath(iResetn, iClock, set, _wait, FrameCounter);
input iResetn, iClock, set, _wait; 
output reg [6:0] FrameCounter;
   parameter
     X_BOXSIZE = 8'd4,    
     Y_BOXSIZE = 7'd4,    
     X_SCREEN_PIXELS = 9,   
     Y_SCREEN_PIXELS = 7,   
     CLOCKS_PER_SECOND = 5000,  
     X_MAX = X_SCREEN_PIXELS - 1 - X_BOXSIZE,  
     Y_MAX = Y_SCREEN_PIXELS - 1 - Y_BOXSIZE,
     STEP_SIZE=8'd2,
     FRAMES_PER_UPDATE = 7'd100,
     PULSES_PER_SIXTIETH_SECOND = CLOCKS_PER_SECOND / 60
	       ;
always @ (posedge iClock)
begin
	if (set==1)
	begin
	FrameCounter<=FRAMES_PER_UPDATE;
	end
	else if (_wait==1)
	begin
	FrameCounter=FrameCounter-1;
	end
end
endmodule
==> flow/constraint.sdc <==
current_design conectBox

set clk_period 4.0
set clk_io_pct 0.2

create_clock -name clk0 -period $clk_period [get_ports {iClock}]

set non_clock_inputs [all_inputs -no_clocks]
set_input_delay [expr $clk_period * $clk_io_pct] -clock clk0 $non_clock_inputs
set_output_delay [expr $clk_period * $clk_io_pct] -clock clk0 [all_outputs]
==> flow_summary.json <==
{
  "outcome": "completed",
  "critPathBufInv": 0,
  "min_from": "cdata.X_DIM[1]",
  "cts_setup_buffers": 0,
  "setup_viol": 0,
  "cp_num_cells": 7,
  "initCoreUtil": 0.307,
  "placed_area_um2": 7000,
  "crit_path_max_incr_delay_ps": 450,
  "path_class": "flop to flop",
  "die-height_um": 149,
  "dr.first_iter.drc_count": 233,
  "grt_pass1_wl_um": 21000,
  "ys_cells": 674,
  "synthAoiAreaFrac": 0.161,
  "rsz0062_at_grt": "no",
  "clock_latency_ps": 350,
  "hpwlAfterDp_um": 9030,
  "max-cap-violations": 0,
  "worstHoldPathCells": 0,
  "antenna_found_initial": 0,
  "core_um2": 21100,
  "synth_flops": 121,
  "setup_slack_ps": 1100,
  "fin_cells": 971,
  "synthTopLogicFamily": "simple AND/OR/NAND/NOR gates",
  "end_kind": "flop",
  "gr-total-overflow": 0,
  "power_density_nw_per_um2": 293,
  "ys_area_um2": 6470,
  "start_kind": "flop",
  "fp.dieW_um": 149,
  "hold_ws_ps": 425,
  "cts_resized": 0,
  "hp-class": "flop to flop",
  "ys_sh_simple": 0.178,
  "placedCellCount": 955,
  "xor_share": 0.0501,
  "r2r-start": "move.draw.d.xDim[2]",
  "final_hold_viol_count": 0,
  "via_count": 4658,
  "globalplace.congestion": 0.874,
  "pin_count": 29,
  "drc": 0,
  "post-route-min-period_ps": 2900,
  "worst_pin_slew_ps": 684,
  "diodes": 0,
  "cp_data_required_time_ps": 4020,
  "fillers": 2116,
  "syn_area_um2": 6470,
  "dp_slack_ps": 876,
  "untimed_endpoints": 9,
  "peakVddDrop_mv": 0.203,
  "flop_cell": "edfxtp_1",
  "cts_tree": "built",
  "adder_share": 0.0963,
  "via_per_inst": 4.80,
  "startpoint": "move.draw.d.xDim[2]",
  "worst_path_dominant_cell_family": "simple AND/OR/NAND/NOR gates",
  "drt_wl_total_um": 12500,
  "ant_nets": 0,
  "cts_buffers": 9,
  "crit_top_cell": "or3_1",
  "critPathMaxFanout": 12,
  "rows": 53,
  "unclocked_regs": 9,
  "fin_crit_sh": 0.725,
  "track_usage": 0.119,
  "final_cell_area_um2": 7270,
  "finalClockSkew_ps": 8.87,
  "fin_total_pwr_mw": 2.13,
  "cts_buffer_depth": 2,
  "drv_slew": 0,
  "clockRootBuffer": "clkbuf_16",
  "hold_buffers": 0,
  "netlist_instances": 674,
  "grt_pass1_vias": 4176,
  "grt_max_degree": 25,
  "power_leakage_nw": 2.75,
  "synthArstFlopShare": 0,
  "reg2regPathDepth": 7,
  "max_freq_mhz": 345,
  "synth-edff-count": 58,
  "avgRoutedWirePerCell_um": 12.9,
  "critical_path_arrival_ps": 2920,
  "clk_pin_slew_worst_paths_ps": 70,
  "ys.warnings.count": 8,
  "dieArea_um2": 22200,
  "maxSlewHeadroom": 0.539,
  "syn2layout_area_growth_pct": 12.3,
  "crit_chain": "or3_1 > ha_1 > nand3_1 > a2bb2oi_1 > a21oi_1 > o211a_1 > or3_1",
  "drive_gt1_frac": 0.0503,
  "tns_ps": 0,
  "warning_count": 30,
  "h-tree-depth": 3,
  "drtPass1Iterations": 4,
  "ys_sh_mux": 0.0126,
  "final_util": 0.345,
  "cp_slowest_cell": "edfxtp_1",
  "port-buffer-count": 26,
  "avgSynthCellArea_um2": 9.60,
  "yosysUniqueCellTypes": 69
}
## path summary, 6_finish.rpt
path / to / slack, ps
max: move.draw.d.oX[0] / 1100
min: move.draw.d.xDim[1] / 430
max reg2reg: move.draw.d.oX[0] / 1100
min reg2reg: move.draw.d.xDim[1] / 430
## where the power goes
group          switching [mW]  leakage [nW]  total, mW  internal, mW
combinational          0.0406          1.59     0.0709        0.0304
sequential            0.00900          1.02       1.22          1.21
clock                   0.399         0.134      0.845         0.446
total                   0.448          2.75       2.13          1.69
## sequential cells by signal, indices dropped and copies added (netlist names), 8 cells and up
name	flops
cdata.iX	8
cdata.ix	8
cdata.stepsLeft	8
move.draw.d.oX1	8
move.draw.d.oX	8
## cell usage after synthesis, types with 3 or more instances
cell type,count,area [um^2]
xor2_1,14,123
o21ai_0,38,190
xnor2_1,23,201
nor2b_1,11,68.8
nand2b_1,14,87.6
o31ai_1,3,22.5
a211oi_1,6,45.0
inv_1,40,150
o22ai_1,3,18.8
dlxtn_1,9,135
nand2_1,51,191
nor4_1,3,18.8
and2_1,8,50.1
o211ai_1,8,60.1
a21oi_1,48,240
o21a_1,8,60.1
edfxtp_1,58,1740
a311oi_1,3,26.3
or3_1,13,81.3
nand4b_1,3,26.3
nand4_1,4,25.0
mux2i_1,7,70.1
or2_2,5,31.3
and3_1,6,37.5
a31oi_1,6,37.5
nor3_1,21,105
dfxtp_1,54,1080
a221o_1,6,60.1
ha_1,45,563
clkbuf_1,21,78.8
nor4b_1,3,26.3
nor2_1,62,233
buf_4,4,30.0
a21o_1,8,60.1
fa_1,3,60.1
nand3_1,15,75.1
## cell usage in the layout, fill, tap and decap left out, types with 13 or more instances in the layout
master,count
clkdlybuf4s50_1,26
nor2_1,62
nor3_1,21
nand2_1,51
inv_1,40
nand3_1,15
xnor2_1,23
dfxtp_1,54
a21oi_1,48
or3_1,13
o21ai_0,38
edfxtp_1,58
xor2_1,14
nand2b_1,14
ha_1,45
## final cells by class
type                            count  area, um^2  area share
Clock buffer                       14         255      0.0351
Multi-Input combinational cell    484        3230       0.444
Tap cell                          275         344      0.0473
Inverter                           42         158      0.0217
Sequential cell                   121        2960       0.407
Timing Repair Buffer               33         313      0.0430
Clock inverter                      2        17.5     0.00241
## cells by family (layout without fill, tap and decap cells)
| kind of cell | Yosys count | count (layout) |
|---|---|---|
| and+or+nand+nor | 229 | 229 |
| AOI/OAI and AO/OA | 160 | 160 |
| DFF | 112 | 112 |
| buffers and inverters | 70 | 91 |
| adders and majority gates | 48 | 48 |
| xor gates and xnor gates | 37 | 37 |
| latches | 9 | 9 |
| muxes | 8 | 8 |
| other | 1 | 2 |
## layer usage
metal | share of wire | global-route usage | vias up
met5 | 0 | 0 | -
met4 | 0.019 | 0.0189 | 0
met3 | 0.030 | 0.0159 | 12
met2 | 0.44 | 0.177 | 66
met1 | 0.51 | 0.192 | 2133
li1 | - | - | 2447
Power is estimated from default activity; no workload was simulated.
